**config.mk**
```make
export PLATFORM = sky130hd
export DESIGN_NAME = controllar
export DESIGN_NICKNAME = controllar
export VERILOG_FILES = /design/flow/design.v
export SDC_FILE = /design/flow/constraint.sdc
export NUM_CORES = 4
export LEC_CHECK = 1
export CORE_AREA = 10 10 97 97
export DIE_AREA = 0 0 107 107
export SYNTH_HDL_FRONTEND = slang
```
**constraint.sdc**
```tcl
current_design controllar

set clk_period 1.1
set clk_io_pct 0.2

create_clock -name clk0 -period $clk_period [get_ports {clka}]

set non_clock_inputs [all_inputs -no_clocks]
set_input_delay [expr $clk_period * $clk_io_pct] -clock clk0 $non_clock_inputs
set_output_delay [expr $clk_period * $clk_io_pct] -clock clk0 [all_outputs]
```
**design.v**
```verilog
module controllar (
    input wire clka,        
    input wire rst,
    input wire [31:0] douta,
    input wire start_stop,
    output reg [3:0] addra,
    output reg ena,
    output reg [15:0] a, b         
);
    always @(posedge clka) begin
        if (rst == 1'b1) begin      
            addra <= 4'b0000;
            ena   <= 1'b0;
            a     <= 16'b0;
            b     <= 16'b0;
        end 
        else begin                  
            if (start_stop == 1'b1) begin
                ena   <= 1'b1;
                addra <= addra + 1;
                a     <= douta[15:0];
                b     <= douta[31:16];
            end 
            else begin
                ena   <= 1'b0;
                addra <= addra;     
                a     <= a;
                b     <= b;
            end
        end
    end 
endmodule
```
**run.sh**
```bash
#!/bin/bash
# OpenROAD 26Q1-2900-gdf79404cd8, Yosys 0.63+post, stock flow scripts
make -C /OpenROAD-flow-scripts/flow DESIGN_CONFIG=/design/flow/config.mk WORK_HOME=/design/flow/orfs finish
```
==> impl_metrics.sql <==
-- metrics for the results database
INSERT INTO impl_metrics (metric_group, metric, value, unit) VALUES
('place', 'final_replace_weighted_congestion', '0.7375', ''),
('layout', 'finish.instance_area', '2292', 'sq um'),
('power_and_ir_drop', 'p_leak', '1.079', 'nW'),
('layout', 'fillCellCount', '777', ''),
('worst_setup_path', 'path_cells', 'dlygate4sd2_1', ''),
('yosys', 'synth-cells-yosys', '122', ''),
('die', 'die_w', '107', 'um'),
('yosys', 'postSynthSeqShare', '0.5543', ''),
('final_timing', 'final.min_clock_period', '1.058', 'ns'),
('die', 'die_y', '107', 'um'),
('grt', 'grt_usage', '0.06365', ''),
('grt', 'grt_most_used_layer', 'met2', ''),
('clock_network', 'clkTransAtPathRegs', '0.07', 'ns'),
('place', 'dp_hpwl', '2.819', 'mm'),
('yosys', 'count_of_flip_flops_with_a_built_in_enable_after_synthesis', '0', ''),
('layout', 'final_core_util', '0.3143', ''),
('final_timing', 'fin_worst_skew', '0.0001624', 'ns'),
('clock_network', 'clock_buffer_count_from_cts', '5', ''),
('clock_network', 'clock_tree_from_tritoncts', 'built', ''),
('final_timing', 'post-route-period-util', '0.9615', ''),
('final_timing', 'setup-tns-final', '0', 'ns'),
('min_path', 'hp-class', 'input pin to flop', ''),
('worst_setup_path', 'worstSetupEndpointType', 'primary output', ''),
('final_timing', 'layout_setup_ws', '0.04234', 'ns'),
('routing', 'num_antenna_cells', '0', ''),
('worst_setup_path', 'crit_required', '0.88', 'ns'),
('power_and_ir_drop', 'total_power', '2.845', 'mW'),
('yosys', 'synth.avg_cell_area', '10.95', 'sq um'),
('final_timing', 'grt_setup_unrepaired', 'no', ''),
('layout', 'final_cell_count_no_fill', '301', ''),
('worst_setup_path', 'crit_fanout', '2', ''),
('die', 'chip_area', '11450', 'sq um'),
('final_timing', 'max_slew_margin', '0.8687', ''),
('routing', 'drt-pass1-iter-count', '4', ''),
('yosys', 'synthesis.instances', '122', ''),
('grt', 'gr-usage-met1', '0.08098', ''),
('routing', 'wirelength', '3.709', 'mm'),
('yosys', 'yosysTopAreaCell', 'sky130_fd_sc_hd__dfxtp_1', ''),
('worst_setup_path', 'data_arrival_time_of_the_critical_path', '0.84', 'ns'),
('worst_setup_path', 'path_buffers', '1', ''),
('yosys', 'top_post_synthesis_cells_by_count', 'sky130_fd_sc_hd__dfxtp_1, sky130_fd_sc_hd__nor2_1, sky130_fd_sc_hd__mux2i_1', ''),
('routing', 'antenna_left', '0', ''),
('power_and_ir_drop', 'power.density_cell_area', '1241', 'nW/um^2'),
('die', 'core_area', '7292', 'sq um'),
('grt', 'grt_max_degree', '23', ''),
('worst_setup_path', 'critical_path_class', 'flop to primary output', ''),
('grt', 'grt_pass1_vias', '1124', ''),
('place', 'place_worst_setup_slack', '-0.1073', 'ns'),
('yosys', 'synth.top_cell.area_share', '0.5543', ''),
('die', 'boundaryPins', '72', ''),
('power_and_ir_drop', 'peakVddDrop', '0.5178', 'mV'),
('worst_setup_path', 'kind_of_start_point_of_the_critical_path', 'flop', ''),
('routing', 'detail_route.drc_violations', '0', ''),
('layout', 'drive_above_1_share', '0.2673', ''),
('worst_setup_path', 'cpLargestDelayFamily', 'flip-flops', ''),
('outcome', 'run_status', 'completed', ''),
('routing', 'routed-via-count', '1093', ''),
('final_timing', 'max_freq', '945.5', 'MHz'),
('yosys', 'netlist-cell-type-count', '15', ''),
('grt', 'number_of_antenna_violations_at_the_first_check_in_global_routing', '0', ''),
('yosys', 'postSynth.asyncResetShare', '0', ''),
('yosys', 'number_of_synthesized_register_bits', '37', ''),
('place', 'port-buffer-count', '71', ''),
('yosys', 'synthFlopType', 'sky130_fd_sc_hd__dfxtp_1', ''),
('run', 'openroad_warnings', '25', ''),
('grt', 'overflow', '0', ''),
('layout', 'areaGrowthSynthToFinish', '71.54', '%'),
('routing', 'drt-vias-per-instance', '3.631', ''),
('clock_network', 'clockBufferDepth', '2', ''),
('yosys', 'synth.yosys.chip_area', '1336', 'sq um'),
('place', 'place_inst', '291', '');
-- registers in the layout, summed over array words and instances, names as in the netlist --
signal and flops:
addra 4, ena 1, b 16, a 16
-- tightest hold or removal path, stage by stage --
cell	delay (ns)
sky130_fd_sc_hd__buf_2	0.14
sky130_fd_sc_hd__nand4_1	0.09
sky130_fd_sc_hd__mux2_1	0.13
-- area by class of cell --
cell class	count	area (sq um)	area share
multi-input combinational	77	535.5	0.2336
sequential	37	785.8	0.3428
clock buffer	7	86.33	0.03766
tap	99	123.9	0.05404
timing repair buffer	81	760.7	0.3319
-- layer usage --
| layer | share of wire | vias up |
|---|---|---|
| met3 | 0.15 | 4 |
| met4 | 0.0086 | 0 |
| met1 | 0.43 | 472 |
| met2 | 0.41 | 54 |
| met5 | 0 | - |
| li1 | - | 563 |
-- where the power goes --
part | leakage (nW) | internal [mW] | switching, mW
Clock | 0.0443 | 0.497 | 0.455
Sequential | 0.318 | 1.43 | 0.0345
Combinational | 0.716 | 0.286 | 0.139
-- repair_timing --
action                     CTS  global route
hold buffers                 0             0
setup endpoints to repair   37            11
pin swaps                    0             0
setup buffers                3             0
gates resized               72            12
-- logic make-up (layout without fill, tap and decap cells) --
logic type	after synthesis	after routing	share of synthesized area
simple gates	39	39	0.1180
flops	37	37	0.5543
mux	34	34	0.2556
buf+inv	8	88	0.04494
compound gates	2	2	0.01123
fa+ha+maj	1	1	0.009362
xor+xnor	1	1	0.006556
-- placed cells by master, fill, tap and decap left out --
cell type,synthesis,routed
sky130_fd_sc_hd__dlygate4sd2_1,0,26
sky130_fd_sc_hd__clkbuf_8,0,6
sky130_fd_sc_hd__dfxtp_1,37,1
sky130_fd_sc_hd__buf_2,3,1
sky130_fd_sc_hd__nor2_1,35,35
sky130_fd_sc_hd__nand3b_1,1,1
sky130_fd_sc_hd__buf_12,0,1
sky130_fd_sc_hd__clkdlybuf4s15_1,0,11
sky130_fd_sc_hd__xnor2_1,1,1
sky130_fd_sc_hd__nand4_1,1,1
sky130_fd_sc_hd__nor2b_1,2,2
sky130_fd_sc_hd__dfxtp_2,0,36
sky130_fd_sc_hd__buf_4,1,9
sky130_fd_sc_hd__a21bo_2,1,1
sky130_fd_sc_hd__clkdlybuf4s50_1,0,33
sky130_fd_sc_hd__ha_1,1,1
sky130_fd_sc_hd__mux2i_1,33,33
sky130_fd_sc_hd__a21oi_1,1,1
sky130_fd_sc_hd__clkbuf_1,0,1
sky130_fd_sc_hd__mux2_1,1,1
-- final timing paths --
path | from | end | cells after the start | slack (ns)
min | start_stop | addra[3] | 3 | 0.33
max reg2reg | addra[0] | addra[2] | 4 | 0.06
max | b[2] | b[2] | 1 | 0.04
min reg2reg | a[12] | a[12] | 2 | 0.48
No activity file was given, so power comes from the tool's default toggle rates.
